--- ./run.sh ---
#!/bin/bash
# OpenROAD 26Q1-2900-gdf79404cd8, Yosys 0.63+post, stock flow scripts
make -C /OpenROAD-flow-scripts/flow DESIGN_CONFIG=/design/flow/config.mk WORK_HOME=/design/flow/orfs finish
--- ./config.mk ---
export PLATFORM = sky130hd
export DESIGN_NAME = UART_TX
export DESIGN_NICKNAME = UART_TX
export VERILOG_FILES = /design/flow/design.v
export SDC_FILE = /design/flow/constraint.sdc
export NUM_CORES = 4
export LEC_CHECK = 1
export CORE_AREA = 10 10 101 101
export DIE_AREA = 0 0 111 111
--- ./constraint.sdc ---
current_design UART_TX

set clk_period 3.4
set clk_io_pct 0.2

create_clock -name clk0 -period $clk_period [get_ports {i_Clock}]

set non_clock_inputs [all_inputs -no_clocks]
set_input_delay [expr $clk_period * $clk_io_pct] -clock clk0 $non_clock_inputs
set_output_delay [expr $clk_period * $clk_io_pct] -clock clk0 [all_outputs]
--- ./design.v ---
module UART_TX 
  #(parameter CLKS_PER_BIT = 217)
  (
   input       i_Clock,
   input       i_TX_DV,
   input [7:0] i_TX_Byte, 
   output      o_TX_Active,
   output reg  o_TX_Serial,
   output      o_TX_Done
   );
  parameter IDLE         = 3'b000;
  parameter TX_START_BIT = 3'b001;
  parameter TX_DATA_BITS = 3'b010;
  parameter TX_STOP_BIT  = 3'b011;
  parameter CLEANUP      = 3'b100;
  reg [2:0] r_SM_Main     = 0;
  reg [7:0] r_Clock_Count = 0;
  reg [2:0] r_Bit_Index   = 0;
  reg [7:0] r_TX_Data     = 0;
  reg       r_TX_Done     = 0;
  reg       r_TX_Active   = 0;
  reg baudrate = 0;
  reg o_enable_tx = 0;
  reg busy = 0;
  always @(posedge i_Clock)
  begin
    case (r_SM_Main)
      IDLE :
        begin
          o_TX_Serial   <= 1'b1;          
          r_TX_Done     <= 1'b0;
          r_Clock_Count <= 0;
          r_Bit_Index   <= 0;
          if (i_TX_DV == 1'b1)
          begin
            r_TX_Active <= 1'b1;
            r_TX_Data   <= i_TX_Byte;
            r_SM_Main   <= TX_START_BIT;
          end
          else
            r_SM_Main <= IDLE;
        end  
      TX_START_BIT :
        begin
          busy = 1;
          o_enable_tx = 1;
          o_TX_Serial <= 1'b0;
          baudrate = 1;
          if (r_Clock_Count < CLKS_PER_BIT-1)
          begin
            o_enable_tx = 0;
            r_Clock_Count <= r_Clock_Count + 1;
            r_SM_Main     <= TX_START_BIT;
          end
          else
          begin
            baudrate = 0;
            o_enable_tx = 0;
            r_Clock_Count <= 0;
            r_SM_Main     <= TX_DATA_BITS;
          end
        end  
      TX_DATA_BITS :
        begin
          baudrate = 1;
          o_TX_Serial <= r_TX_Data[r_Bit_Index];
          if (r_Clock_Count < CLKS_PER_BIT-1)
          begin
            r_Clock_Count <= r_Clock_Count + 1;
            r_SM_Main     <= TX_DATA_BITS;
          end
          else
          begin
            baudrate = 0;
            r_Clock_Count <= 0;
            if (r_Bit_Index < 7)
            begin
              r_Bit_Index <= r_Bit_Index + 1;
              r_SM_Main   <= TX_DATA_BITS;
            end
            else
            begin
              r_Bit_Index <= 0;
              r_SM_Main   <= TX_STOP_BIT;
            end
          end 
        end  
      TX_STOP_BIT :
        begin
          baudrate = 1;
          o_TX_Serial <= 1'b1;
          if (r_Clock_Count < CLKS_PER_BIT-1)
          begin
            r_Clock_Count <= r_Clock_Count + 1;
            r_SM_Main     <= TX_STOP_BIT;
          end
          else
          begin
            busy = 0;
            baudrate = 0;
            r_TX_Done     <= 1'b1;
            r_Clock_Count <= 0;
            r_SM_Main     <= CLEANUP;
            r_TX_Active   <= 1'b0;
          end 
        end  
      CLEANUP :
        begin
          r_TX_Done <= 1'b1;
          r_SM_Main <= IDLE;
        end
      default :
        r_SM_Main <= IDLE;
    endcase
  end
  assign o_TX_Active = r_TX_Active;
  assign o_TX_Done   = r_TX_Done;
endmodule
==> qor.csv <==
stage;metric;value;unit
synthesis;yosysTopAreaCell;edfxtp_1;
worst_setup_path;path_buffers;1;
clocking;clkSinkCount;25;
grt;grt_pass1_wl;3.367;mm
synthesis;postSynthSeqShare;62.81;%
synthesis;synthFlopType;edfxtp_1;
status;status;complete, no violations;
route;drt_first_iter_violations;26;
synthesis;netlist_instances;90;
synthesis;synth.most_common_cell;edfxtp_1;
cells_and_area;fin_cells;209;
route;routedWlPerCell;9.450;µm
route;vias;693;
worst_setup_path;cp_cell_sequence;clkdlybuf4s50_1 -> and3_1 -> o21bai_1;
worst_setup_path;critPathMaxFanout;9;
cells_and_area;area_delta_synth_final;24.32;%
worst_setup_path;path_depth;3;
timing;fin_crit_sh;51.75;%
hold_path;hold_path_class;flip-flop to flip-flop;
timing;finalHoldViolations;0;
synthesis;synth-edff-count;22;
worst_setup_path;crit_path_start_kind;input port;
route;drtPass1Iterations;4;
floorplan;fp.dieW;111;µm
timing;skew;3.687;ps
floorplan;coreArea;8134;µm²
synthesis;netlist_area;1147;µm²
clocking;post_cts_buffers;0;
timing;setup_viol;0;
worst_setup_path;critPathLaunch;i_TX_DV;
route;ant_nets;0;
worst_setup_path;critPathArrivalTime;1730;ps
clocking;cts_tree;yes;
worst_setup_path;r2r_end;r_Bit_Index[2]$_SDFFCE_PP0P_;
worst_setup_path;rrSetupSlack;1640;ps
synthesis;avgSynthCellArea;12.75;µm²
clocking;cts_max_level;1;
timing;rsz0062_at_grt;no;
grt;grt_pass1_vias;652;
power_and_ir_drop;power-per-cell-area;502.1;nW/µm²
synthesis;ys.flops;25;
worst_setup_path;critPathKind;input port to flip-flop;
clocking;clk_latency;260;ps
grt;grt_overflow;0;
route;routed_wl;1.975;mm
worst_setup_path;path_delay_family;buffers and inverters;
grt;grt_max_degree;15;
synthesis;yosys_cells;90;
timing;tightest_slew;690.4;ps
placement;port_buffers;12;
floorplan;fp.dieH;111;µm
synthesis;synth_top_area_share;57.58;%
worst_setup_path;crit_path_end;r_TX_Active$_DFFE_PP_;
floorplan;io_pins;13;
floorplan;dieArea;12320;µm²
flow_run;drv_cap;0;
clocking;post_cts_resized;0;
worst_setup_path;crit-reg2reg-launch;r_Clock_Count[3]$_SDFFCE_PP0P_;
worst_setup_path;slowest_stage;clkdlybuf4s50_1;
route;viasPerCell;3.316;
clocking;clk_pin_slew_worst_paths;80;ps
clocking;postCtsHoldBufs;0;
synthesis;yosysWarnings;1;
grt;antenna_found_initial;0;
flow_run;warnings;25;
grt;grt_use_total;3.304;%
route;drc;0;
power_and_ir_drop;peakVddDrop;0.1399;mV
synthesis;ys_area;1147;µm²
synthesis;synthTopCellsByArea;edfxtp_1, dfxtp_1, xor2_1, mux4_1, nor2_1;
route;diodes;0;
worst_setup_path;worst_path_largest_cell_delay;480;ps
placement;gp_congestion;0.7763;
worst_setup_path;crit_required;3370;ps
timing;slew-limit-headroom;53.97;%
timing;finalCriticalPeriod;1759;ps
timing;slew_viol_final;0;
floorplan;num_rows;33;
clocking;numCtsBuffers;3;
timing;max_freq;568.4;MHz
synthesis;synth.distinct_cells;31;
worst_setup_path;r2r_cells;3;
synthesis;async_reset_ff_share;0;%
cells_and_area;fill_cells;870;
timing;tns;0;ps
placement;place_hpwl;1.465;mm
worst_setup_path;endpoint_kind;flip-flop;
clocking;clockBufferDepth;2;
placement;dp.cells;205;
clocking;cts_root_buffer;clkbuf_8;
cells_and_area;drive_gt1_share;9.615;%
synthesis;ys_top_cells_by_count;edfxtp_1, nor2_1, nand2_1;
floorplan;fp_util;14.11;%
power_and_ir_drop;cellLeakagePower;0.4688;nW
sequential cells by signal, summed over array words and instances, names as in the netlist:
register,cells
r_SM_Main,3
r_TX_Data,8
r_TX_Active,1
r_Bit_Index,3
r_TX_Done,1
r_Clock_Count,8
o_TX_Serial,1
metal layers:
layer | vias up | GRT usage [%] | part of all wire, %
met5 | - | 0 | 0
met4 | 0 | 0.5208 | 0.61
met3 | 2 | 2.518 | 13
met2 | 15 | 3.734 | 36
met1 | 310 | 4.790 | 51
li1 | 366 | - | -
power breakdown:
group	leakage, nW	switching (mW)	internal [mW]	total (mW)
sequential	0.243	0.0428	0.394	0.437
combinational	0.200	0.0558	0.0546	0.110
clock	0.0255	0.0872	0.0817	0.169
kinds of logic (layout without fill, tap and decap cells):
group,Yosys count,in the layout,share of synthesized area (%)
AOI/OAI and AO/OA,16,16,9.488
xor gates and xnor gates,5,5,3.817
adders and majority gates,2,2,2.181
buffers and inverters,8,22,3.599
DFF,25,25,62.81
muxes,3,3,4.253
and+or+nand+nor,31,31,13.85
worst min-delay path by stage:
stage     depth (start not counted)            startpoint                    to  slack (ps)
4_1_cts                           1  r_SM_Main[2]$_DFF_P_  r_SM_Main[1]$_DFF_P_         540
5_1_grt                           1  r_SM_Main[2]$_DFF_P_  r_SM_Main[1]$_DFF_P_         580
6_report                          1  r_SM_Main[2]$_DFF_P_  r_SM_Main[1]$_DFF_P_         550
layout by cell type (no fill, tap or decap), drive strengths merged:
master         count
nand2              6
o221ai             1
xor2               4
o21bai             1
o31ai              2
mux4               1
o32ai              1
or2                1
or3                3
a21oi              5
o221a              1
a211oi             1
clkbuf             3
xnor2              1
mux2               2
ha                 2
a21o               1
o21ai              2
edfxtp            22
clkinv             1
and3               3
nor2               7
clkdlybuf4s50     12
o22ai              1
nor3b              2
nor4               1
or4                1
dfxtp              3
inv                6
nand3              5
nor2b              2
metrics by stage:
step	utilization [%]	instance area (µm²)	total power, mW	worst slack (ps)	hold WS [ps]
after floorplan	-	1147	0.5177	1851	472.0
after global placement	16.97	1380	0.5487	1354	527.7
after detailed placement	16.97	1380	0.5524	1353	514.2
after CTS	17.54	1426	0.7228	1626	540.0
after global routing	17.54	1426	0.7623	1497	578.7
final	17.54	1426	0.7162	1641	547.8
cell type report:
class                   count  area (µm²)  share of cell area (%)
flip-flops and latches     25       720.7                   50.53
inverters                   6       22.52                   1.579
repair buffers             12       120.1                   8.421
clock inverters             1       5.005                  0.3509
well taps                 105       131.4                   9.211
clock buffers               3       41.29                   2.895
multi-input cells          57       385.4                   27.02
Power figures rest on the tool's default switching activity, not on a simulated workload.
